[design/flow/config.mk]
export PLATFORM = sky130hd
export DESIGN_NAME = slower_clk
export DESIGN_NICKNAME = slower_clk
export VERILOG_FILES = /design/flow/design.v
export SDC_FILE = /design/flow/constraint.sdc
export NUM_CORES = 4
export LEC_CHECK = 1
export CORE_AREA = 10 10 99 99
export DIE_AREA = 0 0 109 109
[design/flow/constraint.sdc]
current_design slower_clk

set clk_period 2.8
set clk_io_pct 0.2

create_clock -name clk0 -period $clk_period [get_ports {clk}]

set non_clock_inputs [all_inputs -no_clocks]
set_input_delay [expr $clk_period * $clk_io_pct] -clock clk0 $non_clock_inputs
set_output_delay [expr $clk_period * $clk_io_pct] -clock clk0 [all_outputs]
[design/flow/design.v]
module slower_clk(
	input clk, 
	output slower);
	reg [19 : 0] out = 20'b0000_0000_0000_0000_0000;
	reg [19 : 0] mux4to1 = 20'b1100_1011_0111_0011_0101;
	always @(posedge clk)
	begin
		if (out == mux4to1)
			out <= 0;
		else
			out <= out + 1'b1;
	end
	assign slower = (out == 0) ? 1 : 0;
 endmodule 
[design/flow/run.sh]
#!/bin/bash
# OpenROAD 26Q1-2900-gdf79404cd8, Yosys 0.63+post, stock flow scripts
make -C /OpenROAD-flow-scripts/flow DESIGN_CONFIG=/design/flow/config.mk WORK_HOME=/design/flow/orfs finish
==> results.py <==
# Physical implementation metrics
metrics = {
    "final_timing": {
        "setup_viol": 0,
        "final_max_slew_viol_count": 0,
        "tightestPinTransition_ns": 0.718,
        "min_period_ns": 2.64,
        "fin_skew_ns": 0.00392,
        "setup_ws_ns": 0.163,
        "hold_slack_ns": 0.502,
        "finalClockPeriodUsage": 0.942,
        "fin_setup_tns_ns": 0,
        "hold_violations": 0,
        "rsz0062_at_grt": "false",
        "fmax_mhz": 379,
        "maxSlewHeadroom": 0.517,
    },
    "status": {
        "status": "finished clean",
    },
    "setup_path": {
        "rrSetupSlack_ns": 0.74,
        "reg2reg_depth": 4,
        "start_kind": "flop",
        "cp.arrival_ns": 2.08,
        "endpoint_kind": "output pin",
        "cp.required_ns": 2.24,
        "critPathKind": "reg -> out",
        "worstPathMaxFanout": 7,
        "max_stage_delay_ns": 0.57,
        "crit-reg2reg-capture": "out[16]",
        "r2r-start": "out[4]",
        "cpMaxStageDelayCell": "or4b_2",
        "crit_chain": "inv_1 -> ha_1 -> or4b_2 -> nor4_1 -> clkdlybuf4s50_1",
    },
    "placement": {
        "dp_hpwl_um": 1240,
        "port_buffers": 1,
        "routabilityCongestion": 0.785,
        "dp_slack_ns": 0.418,
    },
    "drt": {
        "n_antenna_cell": 0,
        "vias_per_cell": 3.44,
        "vias": 729,
        "totalWireLength_um": 1740,
        "dr.pass1.iters": 4,
        "drt_iter0_markers": 34,
        "antenna_left": 0,
        "wl_per_cell_um": 8.22,
        "post-route-drc-count": 0,
    },
    "clock_tree": {
        "postCtsSetupBuffers": 0,
        "clockRootBuffer": "clkbuf_8",
        "htreeDepth": 1,
        "cts_max_path_buffers": 2,
        "clkTransAtPathRegs_ns": 0.07,
        "cts_resized": 0,
        "cts_buffers": 3,
        "cts_tree": "yes",
        "cts_sinks": 20,
        "ctsHoldBuffers": 0,
        "clk_latency_ns": 0.25,
    },
    "layout": {
        "top_register": "out",
        "area.growth.synth_to_final_pct": 18.6,
        "largest_reg_flops": 20,
        "top_regs": "out: 20 flops",
        "drive_gt1_frac": 0.0818,
        "utilization": 0.147,
    },
    "yosys": {
        "synth_area_per_cell_um2": 8.76,
        "syn_inst": 109,
        "ys_warn_count": 1,
        "most_common_cell": "dfxtp_1",
        "ys_chip_area_um2": 955,
        "post_synth_num_cell_types": 24,
        "topCellsByArea": "dfxtp_1, xnor2_1, nor2_1, xor2_1, nand4_1",
        "edf_count": 0,
        "synth-seq-cells": 20,
        "flop_cell": "dfxtp_1",
        "ys_cells": 109,
        "syn_area_um2": 955,
        "largest_area_cell": "dfxtp_1",
        "top_cell_area_share": 0.419,
        "async_reset_ff_frac": 0,
        "yosysSeqAreaShare": 0.419,
        "common_cells": "dfxtp_1, nor2_1, xnor2_1",
    },
    "power_and_ir_drop": {
        "pwr-share-clk": 0.429,
        "sw_frac_of_total": 0.179,
        "p_per_area_mw_per_mm2": 440,
        "p_seq_frac": 0.571,
        "p_int_uw": 409,
        "p_comb_frac": 0,
        "p_sw_uw": 89.0,
        "vdd_drop_max_uv": 137,
        "p_leak_nw": 0.372,
    },
    "grt": {
        "grt-ovfl-total": 0,
        "grt_pass1_wl_um": 3070,
        "grt_max_degree": 12,
        "grt_usage": 0.0295,
        "grt_pass1_vias": 693,
        "grt_antenna_before_repair": 0,
    },
    "floorplanning": {
        "ios": 2,
        "die_w_um": 109,
        "rows": 32,
        "coreArea_mm2": 0.00773,
        "die_y_um": 109,
        "chip_area_mm2": 0.0119,
        "fp-utilization": 0.124,
    },
    "hold_path": {
        "min_path_type": "reg -> reg",
        "min_to": "out[7]",
        "hold_depth": 1,
        "hp-start": "out[7]",
    },
    "job": {
        "warning_count": 27,
        "maxCapViolCount": 0,
    },
}
## kinds of logic after synthesis
logic type               share of synthesized area
adder cells (fa/ha/maj)                     0.0393
AND-OR/OR-AND                               0.0236
buffers and inverters                       0.0433
flip-flops                                   0.419
AND/OR/NAND/NOR                              0.328
XOR/XNOR                                     0.147
## worst max-delay path by stage
stage	start	slack, ns	cells after the start	endpoint
CTS	out[0]	0.13	5	slower
global route	out[1]	0.05	5	slower
finish	out[0]	0.16	5	slower
## layout make-up
class,count,area [um2]
multi-input combinational,79,513
tap,102,128
clock buffer,4,55.1
inverter,5,18.8
fill,860,6600
sequential,20,400
timing repair buffer,2,17.5
## cells in the final DEF (no fill, tap or decap), types with 2 or more instances in the layout
master    count
ha_1          3
inv_1         5
and4_1        2
nand2_1       5
nor3_1        5
or4_1         2
nand4_1       8
nor2_1       14
nand3_1       8
xor2_1        6
dfxtp_1      20
xnor2_1      10
clkbuf_8      4
nor4_1        7
## metrics by stage
step / total power [mW] / std cells / cell area, um2
after floorplan: 0.291 / 109 / 955
after CTS: 0.506 / 212 / 1130
final: 0.498 / 212 / 1130
after global placement: 0.291 / 208 / 1080
after global routing: 0.519 / 212 / 1130
after detailed placement: 0.291 / 208 / 1080
## critical path, delay by kind of cell, from the launching register on
kind                     cells  cell delay (ns)
AND/OR/NAND/NOR              2             0.75
buffers and inverters        2             0.57
flip-flops                   1             0.36
adder cells (fa/ha/maj)      1             0.12
## metal layers
metal,wire (um),track usage,vias up,part of all wire
met5,0,0,-,0
met4,27,0.00377,0,0.015
met3,35,0.00478,2,0.020
met2,743,0.0467,7,0.43
met1,937,0.0423,331,0.54
li1,-,-,389,-
## power by group through the flow
stage	sequential (mW)	clock [mW]	combinational, mW
after CTS	0.284	0.222	0.000000182
after global routing	0.284	0.235	0.000000182
final	0.284	0.214	0.000000182
No activity file was given, so power comes from the tool's default toggle rates.
