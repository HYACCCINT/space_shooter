===== flow/design.v =====
module draw
	(
		CLOCK_50,						 
        draw_en,
		plot_x,
		plot_y,
		colour_in,
		resetn,
		shape,
		VGA_CLK,   						 
		VGA_HS,							 
		VGA_VS,							 
		VGA_BLANK_N,						 
		VGA_SYNC_N,						 
		VGA_R,   						 
		VGA_G,	 						 
		VGA_B   						 
	);
	input CLOCK_50;	
	input draw_en;
	input resetn;
	input [1 : 0] shape;
	input [2 : 0] colour_in;
	input [7 : 0] plot_x;
	input [6 : 0] plot_y;
	output			VGA_CLK;   				 
	output			VGA_HS;					 
	output			VGA_VS;					 
	output			VGA_BLANK_N;				 
	output			VGA_SYNC_N;				 
	output	[9:0]	VGA_R;   				 
	output	[9:0]	VGA_G;	 				 
	output	[9:0]	VGA_B;   				 
	wire [2:0] colour;
	wire [7:0] x;
	wire [6:0] y;
	wire writeEn;
	vga_adapter VGA(
			.resetn(resetn),
			.clock(CLOCK_50),
			.colour(colour),
			.x(x),
			.y(y),
			.plot(writeEn),
			.VGA_R(VGA_R),
			.VGA_G(VGA_G),
			.VGA_B(VGA_B),
			.VGA_HS(VGA_HS),
			.VGA_VS(VGA_VS),
			.VGA_BLANK(VGA_BLANK_N),
			.VGA_SYNC(VGA_SYNC_N),
			.VGA_CLK(VGA_CLK));
		defparam VGA.RESOLUTION = "160x120";
		defparam VGA.MONOCHROME = "FALSE";
		defparam VGA.BITS_PER_COLOUR_CHANNEL = 1;
		defparam VGA.BACKGROUND_IMAGE = "black.mif";
	 wire update, end_h;
	 wire [4 : 0] add_xy;
	 wire [7:0] x_1p_16p;
	wire [6:0] y_1p_16p;
	 assign x = x_1p_16p;
	 assign y = y_1p_16p;
	 assign colour = colour_in;
	shape_1p_16p sss(
		.select(shape[0]),
		.clk(CLOCK_50),
		.update(update),
		.resetn(resetn),
		.xy_add(add_xy),
		.end_h(end_h)
		);
	control_1p_16p c0(
		.clk(CLOCK_50),
		.resetn(resetn),
		.draw_en(draw_en),
		.end_h(end_h),
		.xy_add01(add_xy),
		.start_x(plot_x),
		.start_y(plot_y),
		.plot(writeEn),
		.x(x_1p_16p),
		.y(y_1p_16p),
		.update(update)
    );
endmodule
module shape_1p_16p(
	input reg select,
	input clk,
	input update,
	input resetn,
	output reg [4 : 0] xy_add,
	output reg end_h);
	always @(posedge clk)
	begin
		if (~resetn) begin
			xy_add <= 0;
			end_h <= 0;
			end
		if (update) begin
			case (select)
				1'b0: begin  
					if (xy_add[4]) begin
						xy_add <=0;
						end_h <= 1'b1;
						end
					else
						xy_add <= xy_add + 1'b1;
					end
				1'b1: begin  
					if (xy_add[0]) begin
						xy_add <= 0;
						end_h <= 1'b1;
						end
					else
						xy_add <= xy_add + 1'b1;
					end
			endcase
		end
	end
endmodule
module control_1p_16p(
    input clk,
    input resetn,
	 input draw_en,
	 input end_h,
	 input [4 : 0] xy_add01,
	 input [7 : 0] start_x,
    input [6 : 0] start_y,
	 output reg  plot,
	 output reg [7:0] x,
	 output reg [6:0] y,
	 output reg update
    );
	 reg [7 : 0] org_x;
	 reg [6 : 0] org_y;
    reg [1:0] current_state, next_state;
    localparam  S_LOAD_XY       = 2'd0,
                S_LOAD_XY_WAIT  = 2'd1,
                S_PLOT_XY       = 2'd2,
					 S_UPDATE_XY     = 2'd3;
    always@(*)
    begin: state_table 
            case (current_state)
                S_LOAD_XY: next_state = draw_en ? S_LOAD_XY_WAIT : S_LOAD_XY;  
                S_LOAD_XY_WAIT: next_state = S_PLOT_XY;  
                S_PLOT_XY: next_state = S_UPDATE_XY; 
					 S_UPDATE_XY: next_state = end_h ? S_LOAD_XY : S_PLOT_XY; 
            default:     next_state = S_LOAD_XY;
        endcase
    end  
	always @(posedge clk)
   begin
		if(!resetn)
			current_state <= S_LOAD_XY;
      else begin
			update <= 1'b0;
			case (current_state)
				S_LOAD_XY_WAIT: begin
					org_x <= start_x;
					org_y <= start_y;
					end
				S_PLOT_XY: begin 
					plot <= 1'b1; 
					update <= 1'b1;
					end
				S_UPDATE_XY: begin
					x <= org_x + xy_add01[3:2];
					y <= org_y + xy_add01[1:0];
					end
			endcase
         current_state <= next_state;
		end
	end
endmodule
module control_ani(
    input clk,
    input resetn,
    output reg  ld_x, ld_y,
    output reg  ld_alu_out,
	 output reg  plot,
	 output reg [1:0] alu_op,
	 input draw_en
    );
    reg [5:0] current_state, next_state; 
    localparam  S_LOAD_XY       = 6'd0,
                S_LOAD_XY_WAIT   = 6'd1,
                S_PLOT_XY       = 6'd4,
					 S_PLOT_X1Y      = 6'd5,
					 S_PLOT_X2Y      = 6'd6,
					 S_PLOT_X3Y      = 6'd7,
					 S_PLOT_X3Y1     = 6'd8,
					 S_PLOT_X2Y1     = 6'd9,
					 S_PLOT_X1Y1     = 6'd10,
					 S_PLOT_XY1      = 6'd11,
					 S_PLOT_XY2      = 6'd12,
					 S_PLOT_X1Y2     = 6'd13,
					 S_PLOT_X2Y2     = 6'd14,
					 S_PLOT_X3Y2     = 6'd15,
					 S_PLOT_X3Y3     = 6'd16,
					 S_PLOT_X2Y3     = 6'd17,
					 S_PLOT_X1Y3     = 6'd18,
					 S_PLOT_XY3      = 6'd19,
					 S_PLOT_X1YG      = 6'd21,
					 S_PLOT_X2YG      = 6'd22,
					 S_PLOT_X3YG      = 6'd23,
					 S_PLOT_X3Y1G     = 6'd24,
					 S_PLOT_X2Y1G     = 6'd25,
					 S_PLOT_X1Y1G     = 6'd26,
					 S_PLOT_XY1G      = 6'd27,
					 S_PLOT_XY2G      = 6'd28,
					 S_PLOT_X1Y2G     = 6'd29,
					 S_PLOT_X2Y2G     = 6'd30,
					 S_PLOT_X3Y2G     = 6'd31,
					 S_PLOT_X3Y3G     = 6'd32,
					 S_PLOT_X2Y3G     = 6'd33,
					 S_PLOT_X1Y3G     = 6'd34,
					 S_PLOT_XY3G      = 6'd35;
    always@(*)
    begin: state_table 
            case (current_state)
                S_LOAD_XY: next_state = draw_en ? S_LOAD_XY_WAIT : S_LOAD_XY;  
                S_LOAD_XY_WAIT: next_state = S_PLOT_XY;  
                S_PLOT_XY: next_state = S_PLOT_X1YG; 
				S_PLOT_X1YG: next_state = S_PLOT_X1Y;
				S_PLOT_X1Y: next_state = S_PLOT_X2YG;
				S_PLOT_X2YG: next_state = S_PLOT_X2Y; 
				S_PLOT_X2Y: next_state = S_PLOT_X3YG; 
				S_PLOT_X3YG: next_state = S_PLOT_X3Y;
				S_PLOT_X3Y: next_state = S_PLOT_X3Y1G;
				S_PLOT_X3Y1G: next_state = S_PLOT_X3Y1;
				S_PLOT_X3Y1: next_state = S_PLOT_X2Y1G;
				S_PLOT_X2Y1G: next_state = S_PLOT_X2Y1;
				S_PLOT_X2Y1: next_state = S_PLOT_X1Y1G;
				S_PLOT_X1Y1G: next_state = S_PLOT_X1Y1;
				S_PLOT_X1Y1: next_state = S_PLOT_XY1G;
				S_PLOT_XY1G: next_state = S_PLOT_XY1;
				S_PLOT_XY1: next_state = S_PLOT_XY2G;
				S_PLOT_XY2G: next_state = S_PLOT_XY2;
				S_PLOT_XY2: next_state = S_PLOT_X1Y2G;
				S_PLOT_X1Y2G: next_state = S_PLOT_X1Y2;
				S_PLOT_X1Y2: next_state = S_PLOT_X2Y2G;
				S_PLOT_X2Y2G: next_state = S_PLOT_X2Y2;
				S_PLOT_X2Y2: next_state = S_PLOT_X3Y2G;
				S_PLOT_X3Y2G: next_state =  S_PLOT_X3Y2;
				S_PLOT_X3Y2: next_state =  S_PLOT_X3Y3G;
				S_PLOT_X3Y3G: next_state =  S_PLOT_X3Y3;
				S_PLOT_X3Y3: next_state =  S_PLOT_X2Y3G;
				S_PLOT_X2Y3G: next_state =  S_PLOT_X2Y3;
				S_PLOT_X2Y3: next_state =  S_PLOT_X1Y3G;
				S_PLOT_X1Y3G: next_state =  S_PLOT_X1Y3;
				S_PLOT_X1Y3: next_state =  S_PLOT_XY3G;
				S_PLOT_XY3G: next_state = S_PLOT_XY3;
				S_PLOT_XY3: next_state = S_LOAD_XY;
            default:     next_state = S_LOAD_XY;
        endcase
    end  
    always @(*)
    begin: enable_signals
        ld_alu_out = 1'b0;
        ld_x = 1'b0;
        ld_y = 1'b0;
		  plot = 1'b0;
		  alu_op = 2'b00;
        case (current_state)
            S_LOAD_XY_WAIT: begin
                ld_x = 1'b1;
				ld_y = 1'b1;
                end
            S_PLOT_XY: begin 
                plot = 1'b1;  
					 alu_op = 2'b00;
					 end
			S_PLOT_X1YG: begin 
				ld_alu_out = 1'b1; ld_x = 1'b1;
				end
			S_PLOT_X1Y: begin 
                plot = 1'b1; 
				alu_op = 2'b00;
				end
			S_PLOT_X2YG: begin 
				ld_alu_out = 1'b1; ld_x = 1'b1;
				end
			S_PLOT_X2Y: begin 
                plot = 1'b1;
				alu_op = 2'b00;
				end
			S_PLOT_X3YG: begin
				ld_alu_out = 1'b1; ld_x = 1'b1;
				end
			S_PLOT_X3Y: begin
                plot = 1'b1; 
				alu_op = 2'b10;
				end
			S_PLOT_X3Y1G: begin 
				ld_alu_out = 1'b1; ld_y = 1'b1;
				end
			S_PLOT_X3Y1: begin 
                plot = 1'b1;
				alu_op = 2'b01; 
				end
			S_PLOT_X2Y1G: begin 
                ld_alu_out = 1'b1; ld_x = 1'b1;
				end
			S_PLOT_X2Y1: begin 
                plot = 1'b1;
				alu_op = 2'b01; 
				end
			S_PLOT_X1Y1G: begin 
                ld_alu_out = 1'b1; ld_x = 1'b1;
				end
			S_PLOT_X1Y1: begin 
                plot = 1'b1;
				alu_op = 2'b01; 
				end
			S_PLOT_XY1G: begin 
                ld_alu_out = 1'b1; ld_x = 1'b1;
				end
			S_PLOT_XY1: begin 
                plot = 1'b1;
				alu_op = 2'b10; 
				end
			S_PLOT_XY2G: begin 
                ld_alu_out = 1'b1; ld_y = 1'b1;
				end
			S_PLOT_XY2: begin 
                plot = 1'b1;
				alu_op = 2'b00;
				end
			S_PLOT_X1Y2G: begin 
                ld_alu_out = 1'b1; ld_x = 1'b1;
				end
			S_PLOT_X1Y2: begin 
                plot = 1'b1;
				alu_op = 2'b00;
				end
			S_PLOT_X2Y2G: begin 
                ld_alu_out = 1'b1; ld_x = 1'b1;
				end
			S_PLOT_X2Y2: begin 
                plot = 1'b1;
				alu_op = 2'b00;
				end
			S_PLOT_X3Y2G: begin 
                ld_alu_out = 1'b1; ld_x = 1'b1;
				end
			S_PLOT_X3Y2: begin 
                plot = 1'b1;
				alu_op = 2'b10;
				end
			S_PLOT_X3Y3G: begin 
                ld_alu_out = 1'b1; ld_y = 1'b1;
				end
			S_PLOT_X3Y3: begin 
                plot = 1'b1;
				alu_op = 2'b01;
				end
			S_PLOT_X2Y3G: begin 
                ld_alu_out = 1'b1; ld_x = 1'b1;
				end
			S_PLOT_X2Y3: begin 
                plot = 1'b1;
				alu_op = 2'b01;
				end
			S_PLOT_X1Y3G: begin 
                ld_alu_out = 1'b1; ld_x = 1'b1;
				end
			S_PLOT_X1Y3: begin 
                plot = 1'b1;
				alu_op = 2'b01;
				end
			S_PLOT_XY3G: begin 
                ld_alu_out = 1'b1; ld_x = 1'b1;
				end
			S_PLOT_XY3: begin 
                plot = 1'b1;
				alu_op = 2'b10;
				end
        endcase
    end  
    always@(posedge clk)
    begin: state_FFs
        if(!resetn)
            current_state <= S_LOAD_XY;
        else
            current_state <= next_state;
    end  
endmodule

===== flow/run.sh =====
#!/bin/bash
# OpenROAD 26Q1-2900-gdf79404cd8, Yosys 0.63+post, stock flow scripts
make -C /OpenROAD-flow-scripts/flow DESIGN_CONFIG=/design/flow/config.mk WORK_HOME=/design/flow/orfs finish

===== flow/config.mk =====
export PLATFORM = sky130hd
export DESIGN_NAME = control_1p_16p
export DESIGN_NICKNAME = control_1p_16p
export VERILOG_FILES = /design/flow/design.v
export SDC_FILE = /design/flow/constraint.sdc
export NUM_CORES = 4
export LEC_CHECK = 1
export CORE_UTILIZATION = 30

===== flow/constraint.sdc =====
current_design control_1p_16p

set clk_period 2.3
set clk_io_pct 0.2

create_clock -name clk0 -period $clk_period [get_ports {clk}]

set non_clock_inputs [all_inputs -no_clocks]
set_input_delay [expr $clk_period * $clk_io_pct] -clock clk0 $non_clock_inputs
set_output_delay [expr $clk_period * $clk_io_pct] -clock clk0 [all_outputs]

==> metrics.yaml <==
run_status:
  status: "complete, no violations"
run:
  cap_violations: 0
  warning_count: 26
min_path:
  hp-class: "flop to flop"
  holdPathStages: 0
  hp-start: "current_state[1]$_DFF_P_"
  hold_end: "update$_DFFE_PP_"
detailed_routing:
  drc: 0
  antenna_cells: 0
  vias: 732
  routedWlPerCell_um: 10.03
  first_pass_iters: 3
  vias_per_cell: 3.935
  drtAntennaViolNets: 0
  drt-initial-drc-count: 22
  routed_wl_mm: 1.865
logic_synthesis:
  async_flop_share_pct: 0
  edf_count: 31
  synthTopCellsByArea: "edfxtp_1, dfxtp_1, xnor2_1"
  ys_warn_count: 1
  yosys-top-cells-count: "edfxtp_1, inv_1, xnor2_1, nand2_1"
  synth.most_common_cell: "edfxtp_1"
  ys_area_sq_mm: 0.001380
  synth_cells: 86
  ys.flop_type: "edfxtp_1"
  top_area_share_pct: 67.45
  yosysCellCount: 86
  yosysTopAreaCell: "edfxtp_1"
  synth_cell_types: 22
  syn_area_sq_mm: 0.001380
  synth_area_per_cell_sq_um: 16.05
  synth_flops: 35
  seq_area_frac_synth_pct: 73.25
die:
  fp.coreArea_sq_mm: 0.004384
  ios: 41
  placementRows: 24
  fp_util_pct: 31.48
  chipWidth_um: 69.83
  die_height_um: 69.83
  dieArea_sq_mm: 0.004876
final_timing:
  tns_ns: 0
  fin_crit_sh_pct: 83.86
  fmax_mhz: 518.5
  period_minus_slack_ns: 1.929
  grt_setup_unrepaired: "no"
  slew_violations: 0
  fin_worst_skew_ns: 0.007237
  finalSetupViolations: 0
  holdWs_ns: 0.4392
  hold_viol: 0
  setup_ws_ns: 0.3713
final_layout:
  area_delta_synth_final_pct: 40.89
  layout.cells.non_filler: 186
  final_area_sq_mm: 0.001944
  final_util_pct: 44.35
  drive_gt1_share_pct: 9.701
setup_path:
  crit-reg2reg-capture: "x[4]$_DFFE_PP_"
  path_cells: "clkdlybuf4s50_1 -> ha_1 -> inv_1 -> fa_1 -> and2b_1 -> nand2_1 -> xnor2_1"
  crit_path_max_incr_delay_ns: 0.46
  crit_type: "input port to flop"
  critPathArrivalTime_ns: 1.96
  critPathMaxFanout: 2
  cp_slowest_cell: "clkdlybuf4s50_1"
  critPathLaunchType: "input port"
  crit_family: "adder cells"
  endpoint_kind: "flop"
  required_ns: 2.33
  crit_buf_inv: 2
  reg2reg_slack_ns: 0.70
  timing.rr.start: "org_x[0]$_DFFE_PP_"
  reg2regPathDepth: 6
power:
  p_total_mw: 1.267
  ir_drop_v: 0.0003143
  p_per_area_mw_per_mm2: 651.8
  p_leak_nw: 0.7262
global_routing:
  grt_overflow: 0
  track_usage_pct: 8.974
  antenna_found_initial: 0
  grt_pass1_vias: 729
  grt_start_max_net_pins: 16
  grt_pass1_wl_mm: 3.263
placement:
  dp_cells: 178
  hpwl_mm: 1.439
  globalplace.congestion: 0.6883
  portBuffers: 38
  dp_slack_ns: 0.08575
  placed_cell_area_sq_mm: 0.001841
clock_tree:
  clk_latency_ns: 0.28
  cts_resized: 0
  hold_buffers: 0
  clock-sinks: 35
  htree_levels: 2
  clkSlewWorstSetupHoldPaths_ns: 0.07
  cts_buffer_depth: 2
  cts-root-buf: "clkbuf_8"
  cts_buffers: 5
  cts_setup_buffers: 0
  cts_tree: "done"
-- area by class of cell --
cell class | instances | area (sq um)
Clock buffer | 7 | 96.34
Clock inverter | 1 | 7.507
Fill cell | 373 | 2440
Inverter | 9 | 33.78
Multi-Input combinational cell | 41 | 327.8
Sequential cell | 35 | 1011
Tap cell | 52 | 65.06
Timing Repair Buffer | 41 | 402.9
-- routing by layer --
| layer | track usage (%) | routed length [um] | vias up |
|---|---|---|---|
| li1 | - | - | 386 |
| met1 | 12.22 | 761 | 313 |
| met2 | 13.68 | 878 | 27 |
| met3 | 4.425 | 167 | 6 |
| met4 | 2.000 | 57 | 0 |
| met5 | 0 | 0 | - |
-- worst max path at each step --
stage / start / to / slack (ns) / cells after the start
finish: xy_add01[2] / x[4]$_DFFE_PP_ / 0.37 / 7
global route: xy_add01[2] / x[4]$_DFFE_PP_ / 0.29 / 7
CTS: xy_add01[2] / x[4]$_DFFE_PP_ / 0.38 / 7
-- flip-flops by register name (all words and copies together), names as in the netlist --
signal,cells
update,1
org_x,8
org_y,7
current_state,4
y,7
x,8
-- logic make-up (layout without fill, tap and decap cells) --
kind of cell	after synthesis	in the layout	synth area share, %
buf+inv	10	58	2.992
fa+ha+maj	6	6	6.528
other cells	1	1	0.2717
flops	35	35	73.25
compound gates	3	3	1.450
simple gates	20	20	8.523
xor+xnor	11	11	6.981
-- where the power goes --
| part | leakage [nW] | total, mW | internal, mW | switching, mW |
|---|---|---|---|---|
| Combinational | 0.360 | 0.0811 | 0.0551 | 0.0261 |
| Sequential | 0.315 | 0.713 | 0.707 | 0.00612 |
| Clock | 0.0505 | 0.473 | 0.272 | 0.201 |
-- layout by cell type (no fill, tap or decap), types with 3 or more instances in the layout --
| cell type | instances |
|---|---|
| edfxtp_1 | 31 |
| ha_1 | 4 |
| xor2_1 | 4 |
| clkbuf_8 | 7 |
| and2_1 | 3 |
| dfxtp_1 | 4 |
| nand2_1 | 5 |
| buf_4 | 3 |
| inv_1 | 9 |
| xnor2_1 | 7 |
| clkdlybuf4s50_1 | 38 |
-- worst register-to-register path: cells and delay by family (launching register included) --
| kind | cells | cell delay (ns) |
|---|---|---|
| flip-flops | 1 | 0.33 |
| AND/OR/NAND/NOR | 2 | 0.29 |
| buffers and inverters | 1 | 0.06 |
| XOR/XNOR | 1 | 0.12 |
| adder cells (fa/ha/maj) | 2 | 0.56 |
Power and IR drop assume default switching activity.
